### flow/config.mk
export PLATFORM = sky130hd
export DESIGN_NAME = LED_cube_single_frame
export DESIGN_NICKNAME = LED_cube_single_frame
export VERILOG_FILES = /design/flow/design.v
export SDC_FILE = /design/flow/constraint.sdc
export NUM_CORES = 4
export LEC_CHECK = 1
export CORE_UTILIZATION = 50
### flow/design.v
module ConditionalPulse(
	input logic clk,
	input logic rst_n,
	input logic cond,
	output logic pulse
);
	always_ff @( posedge clk ) begin : pulse_logic
		if( ~rst_n ) pulse <= 0;
		else begin
			if(cond) pulse <= 1'b1;
			else pulse <= 1'b0;
		end
	end
endmodule : ConditionalPulse
module LED_cube_single_frame(
	input logic clk,
	input logic rst_n,
	input logic start,
	input logic stop,
	input logic [7:0] data_to_latch,
	output logic [5:0] addr,
	output logic done,
	output logic [7:0] Layers, 
	output logic [7:0] Latches,
	output logic [7:0] Data
);
	logic [2:0] layer_i;
	logic [2:0] latch_i;
	assign addr = {layer_i, latch_i};
	logic layer_latcher_done, layer_driver_done, start_layer_latcher, start_layer_driver;
	enum bit[1:0] {WAIT, DRIVE, LOAD} state, next_state;
	assign done = (layer_latcher_done && layer_i == 3'd0) ? 1'b1 : 1'b0;
	 always_ff @( posedge clk ) begin : state_seq_logic
		if( ~rst_n ) state = WAIT;
		else state <= next_state;
	 end
	 always_comb begin : next_state_comb_block
		next_state = state;
		case(state)
			WAIT:  if(start) next_state = LOAD;
			LOAD:  if(layer_latcher_done) next_state = DRIVE;
			DRIVE: begin
				if(layer_driver_done) begin
					if(~stop) next_state = LOAD;
					else next_state = WAIT;
				end
			end
		endcase
	 end
	 logic new_layer;
	 assign new_layer = (state == DRIVE) && (next_state == LOAD) ? 1'b1 : 1'b0;
	 always_ff @( posedge clk ) begin : layer_data_shift
		if( ~rst_n ) layer_i = 3'd7;
		else begin
			if( new_layer) layer_i <= layer_i - 1'b1;
		end
	 end
	 logic start_layer_latcher_cond;
	 assign start_layer_latcher_cond = ((state == DRIVE && next_state == LOAD) || start) ? 1'b1 : 1'b0;
	 ConditionalPulse start_layer_latcher_pulse(
				.clk(clk), 
				.rst_n(rst_n), 
				.cond(start_layer_latcher_cond), 
				.pulse(start_layer_latcher)
	  );
	  logic start_layer_driver_cond;
	  assign start_layer_driver_cond = (state == LOAD && next_state == DRIVE) ? 1'b1 : 1'b0;
	  ConditionalPulse start_layer_driver_pulse(
				.clk(clk), 
				.rst_n(rst_n), 
				.cond(start_layer_driver_cond), 
				.pulse(start_layer_driver)
		);
	 LayerLatcher layer_latcher(
		.clk(clk), 
		.rst_n(rst_n), 
		.start(start_layer_latcher),
		.latch_i(latch_i),
		.data_in(data_to_latch),  
		.data_out(Data),
		.done(layer_latcher_done), 
		.latch_out(Latches)
	);	
	LayerActivator layer_activator(
		.clk(clk),
		.rst_n(rst_n),
		.start(start_layer_driver),
		.layer_i(layer_i),
		.done(layer_driver_done),
		.layer_out(Layers)
	);
endmodule : LED_cube_single_frame
module Latcher(
	input logic clk,
	input logic rst_n,
	input logic [2:0] latch_i,
	input logic [7:0] data_in,
	input logic start,
	output logic [7:0] data_out,
	output logic [7:0] latch_out,
	output logic done
);
	enum bit[1:0] {WAIT, SETUP, LATCH, HOLD} state, next_state;
	always_ff @( posedge clk ) begin : state_seq_logic
		if( ~rst_n ) state = WAIT;
		else state = next_state;
	end
	always_comb begin : next_state_comb_logic
		next_state = state;
		case(state)
			WAIT:  if(start) next_state = SETUP;
			SETUP: next_state = LATCH;
			LATCH: next_state = HOLD;
			HOLD:  next_state = WAIT;
		endcase
	end
	logic done_cond;
	assign done_cond	= (next_state != state && next_state == WAIT) ? 1'b1 : 0;
	always_ff @( posedge clk ) begin : done_block
		if( ~rst_n ) done <= 0;
		else if (done_cond) done <= 1;
		else if(done) done <= 0;
	end
	assign latch_out = (state == LATCH) ? 8'b1 << latch_i : 1'b0;
	assign data_out = (state != WAIT) ? data_in : 8'b0;
endmodule : Latcher
module LayerActivator(
	input logic clk,
	input logic rst_n, 
	input logic start,
	input logic [2:0] layer_i,
	output logic done,
	output logic [7:0] layer_out
);
	logic [11:0] layer_counter;
	logic counter_done;
	assign counter_done = (layer_counter == 3'b100) ? 1'b1 : 1'b0;
	enum bit[1:0] {WAIT, ACTIVATE} state, next_state;
	always_ff @(posedge clk) begin : state_seq_logic
		if( ~rst_n ) state <= WAIT;
		else state <= next_state;
	end
	always_comb begin : next_state_comb_block
		next_state = state;
		if(state == WAIT && start) next_state = ACTIVATE;
		else if(counter_done) next_state = WAIT;
	end
	always_ff @( posedge clk ) begin : done_block
		if( ~rst_n ) done <= 0;
		else if(counter_done) done <= 1;
		else if(done) done <= 0;
	end
	assign layer_out = (state == ACTIVATE) ? 8'b1 << layer_i : 8'b0;
	always_ff @( posedge clk ) begin :layer_counter_block
		if( ~rst_n ) layer_counter <= 0;
		else begin 
			if(state == WAIT) layer_counter <= 0;
			else layer_counter <= layer_counter + 1'b1;
		end
	end
endmodule : LayerActivator
module LayerLatcher(
	input logic clk,
	input logic rst_n,
	input logic start,
	input logic [7:0] data_in,
	output logic [2:0] latch_i,
	output logic done,
	output logic [7:0] data_out,
	output logic [7:0] latch_out
);
	enum {WAIT, LATCH} state, next_state;
	logic start_latcher, latcher_done;
	always_ff @( posedge clk ) begin : done_block
		if( ~rst_n ) done <= 0;
		else if(next_state != state && next_state == WAIT) done <= 1;
		else if(done) done <= 0;
	end
	always_ff @( posedge clk ) begin : state_seq_logic
		if( ~rst_n ) state = WAIT;
		else state <= next_state;
	end
	always_comb begin : next_state_comb_block
		next_state = state;
		if(state == WAIT && start) next_state = LATCH;
		else if(state == LATCH && latch_i == 3'd7 && latcher_done) next_state = WAIT;
	end
	always_ff @( posedge clk ) begin : latch_i_block
		if( ~rst_n ) latch_i <= 0;
		else begin
			if(state == LATCH && latcher_done) latch_i <= latch_i + 1'b1;
		end
	end
	assign start_latcher = ((state == LATCH && latcher_done && latch_i != 3'd7) || (state == WAIT && start)) ? 1'b1 : 0;
	Latcher latcher(
		.clk(clk), 
		.rst_n(rst_n), 
		.start(start_latcher),
		.latch_i(latch_i),
		.data_in(data_in),  
		.data_out(data_out),
		.done(latcher_done), 
		.latch_out(latch_out)
	);	
endmodule : LayerLatcher
### flow/run.sh
#!/bin/bash
# OpenROAD 26Q1-2900-gdf79404cd8, Yosys 0.63+post, stock flow scripts
make -C /OpenROAD-flow-scripts/flow DESIGN_CONFIG=/design/flow/config.mk WORK_HOME=/design/flow/orfs finish
### flow/constraint.sdc
current_design LED_cube_single_frame

set clk_period 2.7
set clk_io_pct 0.2

create_clock -name clk0 -period $clk_period [get_ports {clk}]

set non_clock_inputs [all_inputs -no_clocks]
set_input_delay [expr $clk_period * $clk_io_pct] -clock clk0 $non_clock_inputs
set_output_delay [expr $clk_period * $clk_io_pct] -clock clk0 [all_outputs]
==> Slide: Implementation Results <==
Physical Implementation Snapshot

CTS
  – Max Root-Sink Buffers: 2
  – Total CTS buffers: 9
  – Reg clk slew, reported paths: 0.07 ns
  – Hold-fix buffer count after cts: 0
  – CTS H-tree lvls: 3
  – CTS Sinks: 62
  – Root Buffer: clkbuf_8
  – Insertion Delay late pin: 0.33 ns
  – TritonCTS clock tree: yes
  – # resized after CTS: 0
  – Setup bufs post-CTS: 0

Logic synthesis
  – Post-Syn Area: 2500 µm²
  – Seq/Total Area, Yosys: 49.6%
  – Yosys warns: 5
  – Post-synth EDFFs: 0
  – Mapped Cells: 259
  – Number of synthesized register bits: 62
  – Yosys stat chip area: ~2500 µm²
  – Yosys cell count: 259
  – Async SR Flop Fraction: 0%
  – Most used DFF post-synth: dfxtp_1
  – Mean Syn Cell Area: 9.66 µm²
  – Cell Type Count: 37

Route
  – WL/cell: ~11 µm
  – Initial DRC count: 61
  – Post-route ant nets: 0
  – Pre-Repair DR Iteration Count: 4
  – Ant. Diodes: 0
  – DR DRC count: 0
  – Final WL: around 4.1 mm
  – Detailed-route via count: 1,857
  – Post-DR vias/cell: 4.91

Timing
  – Final Hold Fails: 0
  – Fin Setup TNS: 0 ns
  – Max Clock Skew: 0.00489 ns
  – Minimum clock period: roughly 2.3 ns
  – Cycle use final: a little under nine tenths
  – Worst hold slack: around 0.46 ns
  – RSZ-0062 raised after global routing: false
  – Rel. slew slack: between 60% and 70%
  – Max Fclk: 433 MHz
  – Worst slew pin tran: between 0.4 and 0.5 ns
  – Slew Limit Fails: 0
  – # setup viols final: 0

Critical path
  – CP arrival: 1.77 ns
  – Required @ worst endpoint: 2.16 ns
  – Critical Path Fanout Max: 7
  – R2r worst-path depth: 4
  – Startpoint class of the critical path: flop
  – CP Class: reg -> out
  – CP Capture Type: primary output

Floorplan
  – Core ar.: 4750 µm²
  – Number of I/O pins: around 43
  – Vert. Die Dim: 72.7 µm
  – Rows: 25
  – Die area: roughly 5300 µm²
  – FP Util: between 50% and 60%
  – Chip width: approximately 73 µm

Hold path
  – Worst Hold Class: reg -> reg
  – Hold Path Cell Cnt: 1

Place
  – PortBufs: 42
  – Detail Placement HPWL: 2.85 mm
  – RD Place Congestion: 0.825

Job
  – Max-cap violations: 0
  – Tool warning count: 37

Layout
  – Commonest Layout Cell: dfxtp_1
  – Fill cell total of the finished layout: 402
  – Layout cells sized above 1: 6.75%
  – P&R area growth vs syn: 26.8%
  – Most frequent cells in the layout: dfxtp_1, and2_1, clkdlybuf4s50_1

Run status
  – Status: completed

Global route
  – Global-route wire length before repair: 6.99 mm
  – Vias in the first global route: 1,611
  – Grt total ovfl: 0
  – Gr usage total: between 15 and 20%
  – Initial antenna violation count: 0
  – Largest net degree at the start of global routing: around 46

Power
  – Pwr/cell area: 616 nW/µm²
  – LEAKAGE: 0.00126 µW
  – Max VDD drop: slightly below 0.5 mV
## power by group
part | total, µW | switching, µW | internal [µW]
sequential | 947 | 12.4 | 935
combinational | 237 | 84.9 | 153
clock | 768 | 325 | 443
## per-stage QoR
stage	instance area (µm²)	setup WS [ns]	util (%)	std cells	power (µW)
after global placement	2980	0.558	62.8	363	1210
after CTS	3170	0.343	66.7	378	1980
after detailed placement	2980	0.538	62.8	363	1210
after global routing	3170	0.230	66.7	378	2050
after floorplan	2500	1.10	-	259	1070
final	3170	0.391	66.7	378	1950
## critical path, stage by stage (launching register included)
cell and delay (ns):
dfxtp_1 0.31, inv_1 0.09, ha_1 0.25, nor2b_1 0.20
and2_1 0.14, clkdlybuf4s50_1 0.45
## kinds of logic (layout without fill, tap and decap cells)
family | after synthesis | after routing | synth area share (%)
simple gates | 128 | 128 | 29.2
flops | 62 | 62 | 49.6
compound gates | 22 | 22 | 6.35
buf+inv | 22 | 74 | 3.60
fa+ha+maj | 16 | 16 | 8.00
xor+xnor | 7 | 7 | 2.45
mux | 2 | 2 | 0.800
## registers in the layout (all words and copies together) (netlist names), 2 cells and up
name	cells
layer_i	3
layer_activator.layer_counter	12
layer_activator.state	2
layer_latcher.state	32
layer_latcher.latch_i	3
state	3
layer_latcher.latcher.state	2
## layer usage
layer | vias up | GRT usage [%] | wire [µm]
met5 | - | 0 | 0
met4 | 0 | 3.92 | 100
met3 | 11 | 5.04 | 255
met2 | 50 | 24.8 | 1650
met1 | 824 | 26.9 | 2060
li1 | 972 | - | -
## cell usage after synthesis, drive strengths merged (2+ instances only)
cell type,count,share of area (%)
a21o,2,0.60
nor2,14,2.1
clkbuf,5,0.75
a211oi,2,0.80
and2,43,11
or3,5,1.4
nand3,7,1.4
xor2,2,0.70
nand2b,5,1.3
a21oi,5,1.0
and3,7,1.7
nand2,14,2.1
nor3,5,1.0
ha,16,8.0
o211ai,2,0.60
o21ai,4,0.80
nor2b,10,2.5
dfxtp,62,50
nor4,11,3.0
nand4,5,1.3
inv,16,2.4
xnor2,5,1.7
mux2i,2,0.80
## final timing paths
kind,startpoint,to,slack [ns]
min reg2reg,layer_latcher.state[25],layer_latcher.state[25],0.46
min,layer_latcher.state[25],layer_latcher.state[25],0.46
max reg2reg,layer_latcher.state[19],layer_latcher.state[0],0.97
max,layer_latcher.latcher.state[0],Latches[0],0.39
## cell type report
type,count,area [µm²],area share [%]
inverters,16,60.1,1.89
well taps,67,83.8,2.64
flip-flops and latches,62,1240,39.1
multi-input cells,175,1170,36.9
clock buffers,11,141,4.46
repair buffers,43,428,13.5
clock inverters,4,47.5,1.50
Power and IR drop assume default switching activity.
